===== flow/config.mk =====
export PLATFORM = sky130hd
export DESIGN_NAME = fft_state1
export DESIGN_NICKNAME = fft_state1
export VERILOG_FILES = /design/flow/design.v
export SDC_FILE = /design/flow/constraint.sdc
export NUM_CORES = 4
export LEC_CHECK = 1
export CORE_UTILIZATION = 50

===== flow/design.v =====
`timescale 1ns / 1ps
module ROM16 (
    input [3:0]     rom_16_counter,
    output reg signed [8:0] w_r,  
    output reg signed [8:0] w_i   
);
    reg signed [8:0] cos_q1 [0:7];
    reg signed [8:0] sin_q1 [0:7];
    initial begin
        cos_q1[0] = 9'sd128; sin_q1[0] = 9'sd0;
        cos_q1[1] = 9'sd125; sin_q1[1] = 9'sd24;
        cos_q1[2] = 9'sd118; sin_q1[2] = 9'sd48;
        cos_q1[3] = 9'sd106; sin_q1[3] = 9'sd71;
        cos_q1[4] = 9'sd90;  sin_q1[4] = 9'sd90;
        cos_q1[5] = 9'sd71;  sin_q1[5] = 9'sd106;
        cos_q1[6] = 9'sd48;  sin_q1[6] = 9'sd118;
        cos_q1[7] = 9'sd24;  sin_q1[7] = 9'sd125;
    end
    always @(rom_16_counter) begin
        case (rom_16_counter)
            4'd0: begin
                w_r = cos_q1[0];
                w_i = -sin_q1[0];
            end
            4'd1: begin
                w_r = cos_q1[1];
                w_i = -sin_q1[1];
            end
            4'd2: begin
                w_r = cos_q1[2];
                w_i = -sin_q1[2];
            end
            4'd3: begin
                w_r = cos_q1[3];
                w_i = -sin_q1[3];
            end
            4'd4: begin
                w_r = cos_q1[4];
                w_i = -sin_q1[4];
            end
            4'd5: begin
                w_r = cos_q1[5];
                w_i = -sin_q1[5];
            end
            4'd6: begin
                w_r = cos_q1[6];
                w_i = -sin_q1[6];
            end
            4'd7: begin
                w_r = cos_q1[7];
                w_i = -sin_q1[7];
            end
            4'd8: begin
                w_r = -sin_q1[0];
                w_i = -cos_q1[0];
            end
            4'd9: begin
                w_r = -sin_q1[1];
                w_i = -cos_q1[1];
            end
            4'd10: begin
                w_r = -sin_q1[2];
                w_i = -cos_q1[2];
            end
            4'd11: begin
                w_r = -sin_q1[3];
                w_i = -cos_q1[3];
            end
            4'd12: begin
                w_r = -sin_q1[4];
                w_i = -cos_q1[4];
            end
            4'd13: begin
                w_r = -sin_q1[5];
                w_i = -cos_q1[5];
            end
            4'd14: begin
                w_r = -sin_q1[6];
                w_i = -cos_q1[6];
            end
            4'd15: begin
                w_r = -sin_q1[7];
                w_i = -cos_q1[7];
            end
            default: begin
                w_r = 0;
                w_i = 0;
            end
        endcase
    end
endmodule
`timescale 1ns / 1ps
module butterfly #(
    parameter WIDTH = 10
)(
    input  wire                  butter_mode,      
    input  wire signed [WIDTH-2:0] x0_re,
    input  wire signed [WIDTH-2:0] x0_im,
    input  wire signed [WIDTH-2:0] x1_re,
    input  wire signed [WIDTH-2:0] x1_im,
    output reg  signed [WIDTH-1:0] y0_re,
    output reg  signed [WIDTH-1:0] y0_im,
    output reg  signed [WIDTH-1:0] y1_re,
    output reg  signed [WIDTH-1:0] y1_im
);
always @(x0_re or x0_im or x1_re or x1_im) begin
    if (!butter_mode) begin   
        y0_re = x0_re + x1_re;
        y0_im = x0_im + x1_im;
        y1_re = x0_re - x1_re;
        y1_im = x0_im - x1_im;
    end else begin   
        y0_re = x0_re;
        y0_im = x0_im;
        y1_re = x1_re;
        y1_im = x1_im;
    end
end
endmodule
`timescale 1ns / 1ps
module commutator_state1 #(
    parameter WIDTH = 9
)(
    input  wire [4:0]            state_com_mode,      
    input  wire [6:0]            com_mask,  
    input  wire signed [WIDTH-1:0] inLI_re,
    input  wire signed [WIDTH-1:0] inLI_im,
    output wire  signed [WIDTH-1:0] Up_out_re,
    output wire  signed [WIDTH-1:0] Up_out_im,
    output wire  signed [WIDTH-1:0] Low_out_re,
    output wire  signed [WIDTH-1:0] Low_out_im
);
    assign Up_out_re  = (state_com_mode[0] && !com_mask[0]) ? inLI_re : 0;
    assign Up_out_im  = (state_com_mode[0] && !com_mask[0]) ? inLI_im : 0;
    assign Low_out_re = (state_com_mode[0] &&  com_mask[0]) ? inLI_re : 0;
    assign Low_out_im = (state_com_mode[0] &&  com_mask[0]) ? inLI_im : 0;
endmodule
`timescale 1ns / 1ps
module fft_state1 #(
    parameter WIDTH = 9
) (
    input clk,
    input rst_n,
    input [4:0] state_com_mode,
    input       butter_mode,
    input       mul_mode,
    input [6:0] state_code,
    input [3:0] rom_16_counter,
    input signed [WIDTH-1:0] state1_inLI_re,
    input signed [WIDTH-1:0] state1_inLI_im,
    output signed [WIDTH-1:0] state1_outUp_re,
    output signed [WIDTH-1:0] state1_outUp_im,
    output signed [WIDTH-1:0] state1_outL_re,
    output signed [WIDTH-1:0] state1_outL_im
);
    wire signed [8:0] state1_comUp_re;
    wire signed [8:0] state1_comUp_im;
    wire signed [8:0] state1_comL_re;
    wire signed [8:0] state1_comL_im;
    wire signed [8:0] state1_shift_re;
    wire signed [8:0] state1_shift_im;
    wire signed [9:0] state1_butter_up_re;
    wire signed [9:0] state1_butter_up_im;
    wire signed [9:0] state1_butter_l_re;
    wire signed [9:0] state1_butter_l_im;
    wire signed [8:0] rom16_re;
    wire signed [8:0] rom16_im;
    wire signed [18:0] state1_mul_l_re;
    wire signed [18:0] state1_mul_l_im;
    commutator_state1#(9) state1_com (state_com_mode, 
                            state_code,
                            state1_inLI_re, 
                            state1_inLI_im, 
                            state1_comUp_re, 
                            state1_comUp_im, 
                            state1_comL_re, 
                            state1_comL_im
    );
    shift#(16, 9) state1_shift_1(clk, 
                                rst_n, 
                                state1_comUp_re, 
                                state1_comUp_im, 
                                state1_shift_re, 
                                state1_shift_im
    );
    butterfly#(10) state1_butter(butter_mode, 
                                state1_shift_re, 
                                state1_shift_im, 
                                state1_comL_re, 
                                state1_comL_im, 
                                state1_butter_up_re, 
                                state1_butter_up_im, 
                                state1_butter_l_re, 
                                state1_butter_l_im
    );
    ROM16 rom_16(rom_16_counter, 
                rom16_re, 
                rom16_im
    );
    multiply#(10) state1_mul(mul_mode, 
                            state1_butter_l_re, 
                            state1_butter_l_im, 
                            rom16_re, rom16_im, 
                            state1_mul_l_re, 
                            state1_mul_l_im
    );
    assign state1_outUp_re = state1_butter_up_re[8:0];
    assign state1_outUp_im = state1_butter_up_im[8:0];
    assign state1_outL_re = state1_mul_l_re[15:7];
    assign state1_outL_im = state1_mul_l_im[15:7];
endmodule
`timescale 1ns / 1ps
module multiply #(
    parameter   WIDTH = 10
)(
    input   wire                mul_mode,       
    input   signed  [WIDTH-1:0] x0_re,
    input   signed  [WIDTH-1:0] x0_im,
    input   signed  [WIDTH-2:0] rom_re,
    input   signed  [WIDTH-2:0] rom_im,
    output  reg  signed [2*WIDTH-2:0] m_re,
    output  reg  signed [2*WIDTH-2:0] m_im
);
    wire signed [2*WIDTH-4:0] arbr, arbi, aibr, aibi;
    assign arbr  = x0_re * rom_re;
    assign arbi  = x0_re * rom_im;
    assign aibr  = x0_im * rom_re;
    assign aibi  = x0_im * rom_im;
    always @(arbr or arbi or aibr or aibi) begin
        if (!mul_mode) begin
            m_re = arbr - aibi;
            m_im = arbi + aibr;
        end else begin
            m_re = x0_re;
            m_im = x0_im;
        end
    end
endmodule
`timescale 1ns / 1ps
module shift #(
    parameter   DEPTH = 16,
    parameter   WIDTH = 9
)(
    input               clk,       
    input               rst_n,     
    input   [WIDTH-1:0] di_re,     
    input   [WIDTH-1:0] di_im,     
    output  [WIDTH-1:0] do_re,     
    output  [WIDTH-1:0] do_im      
);
reg [WIDTH-1:0] buf_re[0:DEPTH-1];
reg [WIDTH-1:0] buf_im[0:DEPTH-1];
integer n;
always @(posedge clk or negedge rst_n) begin
    if (!rst_n) begin
        for (n = 0; n < DEPTH; n = n + 1) begin
            buf_re[n] <= 0;
            buf_im[n] <= 0;
        end
    end else begin
        for (n = DEPTH-1; n > 0; n = n - 1) begin
            buf_re[n] <= buf_re[n-1];
            buf_im[n] <= buf_im[n-1];
        end
        buf_re[0] <= di_re;
        buf_im[0] <= di_im;
    end
end
assign do_re = buf_re[DEPTH-1];
assign do_im = buf_im[DEPTH-1];
endmodule

===== flow/constraint.sdc =====
current_design fft_state1

set clk_period 20.1
set clk_io_pct 0.2

create_clock -name clk0 -period $clk_period [get_ports {clk}]

set non_clock_inputs [all_inputs -no_clocks]
set_input_delay [expr $clk_period * $clk_io_pct] -clock clk0 $non_clock_inputs
set_output_delay [expr $clk_period * $clk_io_pct] -clock clk0 [all_outputs]

===== flow/run.sh =====
#!/bin/bash
# OpenROAD 26Q1-2900-gdf79404cd8, Yosys 0.63+post, stock flow scripts
make -C /OpenROAD-flow-scripts/flow DESIGN_CONFIG=/design/flow/config.mk WORK_HOME=/design/flow/orfs finish

==> run summary <==
Implementation results are summarized by area below.

Clock tree
The clock input transition at the sequential cells of the worst setup and hold paths is 0.06 ns. The post-cts repair resize count is 0. The hold buffer count at CTS is 0. Counting along the longest clock path gives a buffer depth of 3.

The clock latency at the later pin of the worst-skew pair is 0.55 ns. The tree is rooted in a sky130_fd_sc_hd__clkbuf_16. Per the TritonCTS log, the buffer count is 26. Clock tree synthesis found a total of 288 sinks. The clock tree from TritonCTS is yes. In this run the post-CTS setup repair buffer count came out at 0. The number of H-tree levels is 1.

Layout
From synthesis to final layout, the design area changed by 10.03%. The share of layout cells above drive strength 1 is 0.05665. The post-route core utilization is 0.5601. After filler insertion, the fill cell instance count of the layout stands at 3,546. For this run, the number of standard cells in the final layout without fillers is 2,622.

Placed design
The number of buffers inserted by port buffering is 63. The detailed-placement wirelength estimate is 37.08 mm. The number of cells after detailed placement is 2,577. Timing analysis after detailed placement gives a worst setup slack of 2.407 ns.

Per the gpl log, the routability congestion estimate is 1.002.

Logic synthesis
The fraction of registers with async set/reset is 1.000. The post-synthesis instance area is 21,450 um^2. The number of warnings reported in the yosys synthesis log is 6. The post-synth count of flops with an enable pin is 0. Per the Yosys statistics, synthesis produced 2,003 cells. The average instance in the mapped netlist occupies 10.71 um^2. The proportion of synthesized chip area in sequential cells is 0.3360. The gate count of the mapped netlist is 2,003. The number of distinct library cells after synthesis is 76. After synthesis the netlist holds a flip-flop and latch count of 288. The most used flip-flop cell after synthesis is sky130_fd_sc_hd__dfrtp_1. The post-synthesis chip area from yosys is 21,450 um^2.

Global routing
Entering global routing, the biggest net connects 140 pins. The number of antenna violations at the first check in global routing was 0. The first global-routing pass estimated 78.98 mm of wire. The via count of the first global-routing pass was 14,450. The overall overflow remaining after global route is 0. The overall fraction of global-route tracks in use is 0.2548.

Worst setup path
According to the timing report, the arrival time at the worst endpoint equals 13.68 ns. The maximum net fanout on the critical path is 19. The most used cell along the critical path is sky130_fd_sc_hd__fa_1. Logic depth along the worst register-to-register path is recorded as 0. The required time at the worst-slack endpoint is 16.08 ns. The cell at the slowest stage of the critical path is sky130_fd_sc_hd__clkdlybuf4s50_1.

By startpoint and endpoint, the worst setup path is classified as input port to output port. The worst path buffer plus inverter count is 7. The longest incremental delay of any stage on the critical path is reported as 0.57 ns. The worst setup path is captured at an output port. The family with the most delay on the worst path is adder cells. The category of the worst setup path launch point is an input port. The logic depth of the worst path, buffers included is 33.

Die
The die covers 43,720 um^2. The core region is 42,130 um^2. The number of top-level pins is 74. The die width is 209.1 um.

The floorplan utilization is 0.5090. The initialized floorplan defines 75 standard-cell rows. The overall die height is 209.1 um.

Routing
The iteration count recorded for the first detailed-route pass is 5. The count of nets left with antenna violations after detail routing is 0. The DRC violation count after routing is 0. The total length of routed wires is 47.72 mm. The routed wire length per instance is 18.20 um.

The total via count in the routed design is 13,420. The script logs the ratio of routed vias to standard cells as 5.116. 0 antenna diodes ended up in the layout. The violation tally recorded at the end of detailed-routing iteration 0 is 642.

STA
The transition at the pin with the smallest max-transition slack is 1.029 ns. The minimum clock period after layout is 17.70 ns. The flow reports an fmax of 0.05649 GHz. The final tally of max-slew violations is 0. The setup-violating endpoint count in the final report is 0. After layout, the setup clock skew is reported as 0.01337 ns. The total count of hold-check failures in the final report is 0. Summed over all failing endpoints, the final setup total negative slack is 0 ns.

The remaining max-slew budget at the tightest pin is 0.3070. The least setup slack across all paths after layout is 2.399 ns. Setup repair after global routing left no endpoint under its margin. The fraction of the cycle the final worst path needs is 0.8807.

Job
The number of warnings the tools reported is 58. In this run the maximum-capacitance check reported violations numbering 0.

Min path
The type recorded for the worst min-delay path is flop to flop. The worst hold path cell count is 0.

Status
The flow ran to the end, and the final reports show no timing, DRC or antenna violations.
[cell families (layout without fill, tap and decap cells)]
group / after synthesis / count (layout) / synth area share
buffers and inverters: 442 / 522 / 0.07882
XOR/XNOR: 82 / 82 / 0.03512
flip-flops: 288 / 288 / 0.3360
multiplexers: 10 / 10 / 0.005600
other: 1 / 1 / 0.0001749
adder cells (fa/ha/maj): 469 / 469 / 0.3804
AND/OR/NAND/NOR: 530 / 530 / 0.1066
AND-OR/OR-AND: 181 / 181 / 0.05729
[final timing paths]
check / startpoint / to / slack (ns)
setup / recovery: state_code[0] / state1_outL_re[7] / 2.40
hold / removal: state1_shift_1.buf_re[2][2]$_DFF_PN0_ / state1_shift_1.buf_re[3][2]$_DFF_PN0_ / 0.34
setup reg to reg: state1_shift_1.buf_re[14][1]$_DFF_PN0_ / state1_shift_1.buf_re[15][1]$_DFF_PN0_ / 19.59
hold reg to reg: state1_shift_1.buf_re[2][2]$_DFF_PN0_ / state1_shift_1.buf_re[3][2]$_DFF_PN0_ / 0.34
max in group asynchronous: rst_n / state1_shift_1.buf_re[6][4]$_DFF_PN0_ / 15.44
min in group asynchronous: rst_n / state1_shift_1.buf_re[0][5]$_DFF_PN0_ / 3.46
[cells in the final DEF, fill, tap and decap left out, types with 4 or more instances in the layout]
cell,instances
sky130_fd_sc_hd__o21a_1,17
sky130_fd_sc_hd__o21bai_1,10
sky130_fd_sc_hd__and2_1,27
sky130_fd_sc_hd__or3_1,4
sky130_fd_sc_hd__a21oi_1,35
sky130_fd_sc_hd__inv_1,371
sky130_fd_sc_hd__xnor2_1,61
sky130_fd_sc_hd__a211oi_2,5
sky130_fd_sc_hd__nand2b_1,15
sky130_fd_sc_hd__ha_1,164
sky130_fd_sc_hd__a21o_1,14
sky130_fd_sc_hd__buf_4,35
sky130_fd_sc_hd__clkinv_1,5
sky130_fd_sc_hd__xor2_1,18
sky130_fd_sc_hd__nor2b_1,13
sky130_fd_sc_hd__clkbuf_8,7
sky130_fd_sc_hd__or2_2,11
sky130_fd_sc_hd__clkbuf_1,5
sky130_fd_sc_hd__dfrtp_1,288
sky130_fd_sc_hd__nand3_1,10
sky130_fd_sc_hd__nand2_1,169
sky130_fd_sc_hd__mux2_2,6
sky130_fd_sc_hd__nor3_1,19
sky130_fd_sc_hd__clkinv_2,4
sky130_fd_sc_hd__a31oi_1,6
sky130_fd_sc_hd__nand4_1,4
sky130_fd_sc_hd__clkbuf_16,26
sky130_fd_sc_hd__clkdlybuf4s50_1,61
sky130_fd_sc_hd__and4_1,4
sky130_fd_sc_hd__fa_1,305
sky130_fd_sc_hd__o21ai_1,11
sky130_fd_sc_hd__o31ai_1,4
sky130_fd_sc_hd__nor2_1,239
sky130_fd_sc_hd__o21ai_0,40
sky130_fd_sc_hd__and3_1,7
[area by class of cell]
class,count,area (um^2),area share
multi-input combinational,1273,12550,0.5318
sequential,288,7207,0.3054
inverter,378,1419,0.06012
timing repair buffer,99,913.4,0.03870
clock buffer,38,765.7,0.03245
tap,539,674.4,0.02858
clock inverter,7,70.07,0.002969
[layer usage]
layer | GRT usage | vias to the layer above | routed length (um)
met5 | 0 | - | 0
met4 | 0.06618 | 0 | 1674
met3 | 0.08643 | 87 | 4076
met2 | 0.3711 | 418 | 21540
met1 | 0.3939 | 6689 | 20430
li1 | - | 6221 | -
[per-stage QoR]
stage | hold WS [ns] | area, um^2
after floorplan | 0.3312 | 21450
after global placement | 0.3315 | 22760
after detailed placement | 0.3347 | 22760
after CTS | 0.3423 | 23600
after global routing | 0.3462 | 23600
final | 0.3405 | 23600
[sequential cells by signal, indices dropped and copies added, names as in the netlist]
register,flops
state1_shift_1.buf_im,144
state1_shift_1.buf_re,144
[synth_stat cells, types with 7 or more instances]
cell type                  number  area share
sky130_fd_sc_hd__dfrtp_1      288        0.34
sky130_fd_sc_hd__fa_1         305        0.28
sky130_fd_sc_hd__xnor2_1       61       0.025
sky130_fd_sc_hd__clkbuf_1      43      0.0075
sky130_fd_sc_hd__nor2b_1       13      0.0038
sky130_fd_sc_hd__nand2_1      169       0.030
sky130_fd_sc_hd__xor2_1        18      0.0074
sky130_fd_sc_hd__ha_1         164       0.096
sky130_fd_sc_hd__buf_2          7      0.0016
sky130_fd_sc_hd__a21o_1        14      0.0049
sky130_fd_sc_hd__o21bai_1      10      0.0035
sky130_fd_sc_hd__a21oi_1       35      0.0082
sky130_fd_sc_hd__and3_1         7      0.0020
sky130_fd_sc_hd__inv_1        371       0.065
sky130_fd_sc_hd__and2_1        27      0.0079
sky130_fd_sc_hd__buf_1         11      0.0019
sky130_fd_sc_hd__o21a_1        17      0.0060
sky130_fd_sc_hd__nand3_1       10      0.0023
sky130_fd_sc_hd__o21ai_0       40      0.0093
sky130_fd_sc_hd__nor3_1        19      0.0044
sky130_fd_sc_hd__or2_2         11      0.0032
sky130_fd_sc_hd__nor2_1       239       0.042
sky130_fd_sc_hd__o21ai_1       11      0.0026
sky130_fd_sc_hd__nand2b_1      15      0.0044
