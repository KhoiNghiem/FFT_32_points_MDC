==> ./design.v <==
`timescale 1ns / 1ps
module ROM4 (
    input [1:0] rom_4_counter,
    output reg signed [8:0] w_r, 
    output reg signed [8:0] w_i
);
    reg signed [8:0] cos_q1 [0:1];
    reg signed [8:0] sin_q1 [0:1];
    initial begin
        cos_q1[0] = 9'sd128; sin_q1[0] = 9'sd0;
        cos_q1[1] = 9'sd90;  sin_q1[1] = 9'sd90;
    end
    always @(rom_4_counter) begin
        case (rom_4_counter)
            4'd0: begin
                w_r = cos_q1[0];
                w_i = -sin_q1[0];
            end
            4'd1: begin
                w_r = cos_q1[1];
                w_i = -sin_q1[1];
            end
            4'd2: begin
                w_r = -sin_q1[0];
                w_i = -cos_q1[0];
            end
            4'd3: begin
                w_r = -sin_q1[1];
                w_i = -cos_q1[1];
            end
            default: begin
                w_r = 0;
                w_i = 0;
            end
        endcase
    end
endmodule
`timescale 1ns / 1ps
module butterfly #(
    parameter WIDTH = 10
)(
    input  wire                  butter_mode,      
    input  wire signed [WIDTH-2:0] x0_re,
    input  wire signed [WIDTH-2:0] x0_im,
    input  wire signed [WIDTH-2:0] x1_re,
    input  wire signed [WIDTH-2:0] x1_im,
    output reg  signed [WIDTH-1:0] y0_re,
    output reg  signed [WIDTH-1:0] y0_im,
    output reg  signed [WIDTH-1:0] y1_re,
    output reg  signed [WIDTH-1:0] y1_im
);
always @(x0_re or x0_im or x1_re or x1_im) begin
    if (!butter_mode) begin   
        y0_re = x0_re + x1_re;
        y0_im = x0_im + x1_im;
        y1_re = x0_re - x1_re;
        y1_im = x0_im - x1_im;
    end else begin   
        y0_re = x0_re;
        y0_im = x0_im;
        y1_re = x1_re;
        y1_im = x1_im;
    end
end
endmodule
`timescale 1ns / 1ps
module commutator_state3 #(
    parameter WIDTH = 9
)(
    input  wire [4:0]              state_com_mode,   
    input  wire [6:0]              com_mask,         
    input  wire signed [WIDTH-1:0] inUI_re,
    input  wire signed [WIDTH-1:0] inUI_im,
    input  wire signed [WIDTH-1:0] inLI_re,
    input  wire signed [WIDTH-1:0] inLI_im,
    output wire signed [WIDTH-1:0] Up_out_re,
    output wire signed [WIDTH-1:0] Up_out_im,
    output wire signed [WIDTH-1:0] Low_out_re,
    output wire signed [WIDTH-1:0] Low_out_im
);
    wire is_switch_mode = ~state_com_mode[2];
    assign Up_out_re = is_switch_mode ?
                        (com_mask[4] ? inUI_re :
                         com_mask[5] ? inLI_re :
                         0) : 0;
    assign Up_out_im = is_switch_mode ?
                        (com_mask[4] ? inUI_im :
                         com_mask[5] ? inLI_im :
                         0) : 0;
    assign Low_out_re = is_switch_mode ?
                        (com_mask[4] ? inLI_re :
                         com_mask[5] ? inUI_re :
                         com_mask[6] ? inLI_re :
                         0) : 0;
    assign Low_out_im = is_switch_mode ?
                        (com_mask[4] ? inLI_im :
                         com_mask[5] ? inUI_im :
                         com_mask[6] ? inLI_im :
                         0) : 0;
endmodule
`timescale 1ns / 1ps
module fft_state3 #(
    parameter WIDTH = 9
) (
    input clk,
    input rst_n,
    input [4:0] state_com_mode,
    input       butter_mode,
    input       mul_mode,
    input [6:0] state_code,
    input [1:0] rom_4_counter,
    input signed [WIDTH-1:0] state2_outUp_re,
    input signed [WIDTH-1:0] state2_outUp_im,
    input signed [WIDTH-1:0] state2_outL_re,
    input signed [WIDTH-1:0] state2_outL_im,
    output signed [WIDTH-1:0] state3_outUp_re,
    output signed [WIDTH-1:0] state3_outUp_im,
    output signed [WIDTH-1:0] state3_outL_re,
    output signed [WIDTH-1:0] state3_outL_im
);
    wire signed [8:0] state3_shift1_re;
    wire signed [8:0] state3_shift1_im;
    wire signed [8:0] state3_comUp_re;
    wire signed [8:0] state3_comUp_im;
    wire signed [8:0] state3_comL_re;
    wire signed [8:0] state3_comL_im;
    wire signed [8:0] state3_shift2_re;
    wire signed [8:0] state3_shift2_im;
    wire signed [9:0] state3_butter_up_re;
    wire signed [9:0] state3_butter_up_im;
    wire signed [9:0] state3_butter_l_re;
    wire signed [9:0] state3_butter_l_im;
    wire signed [8:0] rom4_re;
    wire signed [8:0] rom4_im;
    wire signed [18:0] state3_mul_l_re;
    wire signed [18:0] state3_mul_l_im;
    shift#(4, 9) state3_shift_1(clk, 
                                rst_n, 
                                state2_outL_re, 
                                state2_outL_im, 
                                state3_shift1_re, 
                                state3_shift1_im
    );
    commutator_state3#(9) state3_com(state_com_mode,
                            state_code,
                            state2_outUp_re,
                            state2_outUp_im,
                            state3_shift1_re,
                            state3_shift1_im,
                            state3_comUp_re,
                            state3_comUp_im,
                            state3_comL_re,
                            state3_comL_im
    );
    shift#(4, 9) state3_shift_2(clk, 
                                rst_n, 
                                state3_comUp_re, 
                                state3_comUp_im, 
                                state3_shift2_re, 
                                state3_shift2_im
    );
    butterfly#(10) state3_butter(butter_mode, 
                                state3_shift2_re, 
                                state3_shift2_im, 
                                state3_comL_re, 
                                state3_comL_im, 
                                state3_butter_up_re, 
                                state3_butter_up_im, 
                                state3_butter_l_re, 
                                state3_butter_l_im
    );
    ROM4 rom_4(rom_4_counter, 
            rom4_re, 
            rom4_im);
    multiply#(10) state3_mul(mul_mode, 
                            state3_butter_l_re, 
                            state3_butter_l_im, 
                            rom4_re, rom4_im, 
                            state3_mul_l_re, 
                            state3_mul_l_im
    );
    assign state3_outUp_re = state3_butter_up_re[8:0];
    assign state3_outUp_im = state3_butter_up_im[8:0];
    assign state3_outL_re = state3_mul_l_re[15:7];
    assign state3_outL_im = state3_mul_l_im[15:7];
endmodule
`timescale 1ns / 1ps
module multiply #(
    parameter   WIDTH = 10
)(
    input   wire                mul_mode,       
    input   signed  [WIDTH-1:0] x0_re,
    input   signed  [WIDTH-1:0] x0_im,
    input   signed  [WIDTH-2:0] rom_re,
    input   signed  [WIDTH-2:0] rom_im,
    output  reg  signed [2*WIDTH-2:0] m_re,
    output  reg  signed [2*WIDTH-2:0] m_im
);
    wire signed [2*WIDTH-4:0] arbr, arbi, aibr, aibi;
    assign arbr  = x0_re * rom_re;
    assign arbi  = x0_re * rom_im;
    assign aibr  = x0_im * rom_re;
    assign aibi  = x0_im * rom_im;
    always @(arbr or arbi or aibr or aibi) begin
        if (!mul_mode) begin
            m_re = arbr - aibi;
            m_im = arbi + aibr;
        end else begin
            m_re = x0_re;
            m_im = x0_im;
        end
    end
endmodule
`timescale 1ns / 1ps
module shift #(
    parameter   DEPTH = 16,
    parameter   WIDTH = 9
)(
    input               clk,       
    input               rst_n,     
    input   [WIDTH-1:0] di_re,     
    input   [WIDTH-1:0] di_im,     
    output  [WIDTH-1:0] do_re,     
    output  [WIDTH-1:0] do_im      
);
reg [WIDTH-1:0] buf_re[0:DEPTH-1];
reg [WIDTH-1:0] buf_im[0:DEPTH-1];
integer n;
always @(posedge clk or negedge rst_n) begin
    if (!rst_n) begin
        for (n = 0; n < DEPTH; n = n + 1) begin
            buf_re[n] <= 0;
            buf_im[n] <= 0;
        end
    end else begin
        for (n = DEPTH-1; n > 0; n = n - 1) begin
            buf_re[n] <= buf_re[n-1];
            buf_im[n] <= buf_im[n-1];
        end
        buf_re[0] <= di_re;
        buf_im[0] <= di_im;
    end
end
assign do_re = buf_re[DEPTH-1];
assign do_im = buf_im[DEPTH-1];
endmodule
==> ./run.sh <==
#!/bin/bash
# OpenROAD 26Q1-2900-gdf79404cd8, Yosys 0.63+post, stock flow scripts
make -C /OpenROAD-flow-scripts/flow DESIGN_CONFIG=/design/flow/config.mk WORK_HOME=/design/flow/orfs finish
==> ./config.mk <==
export PLATFORM = sky130hd
export DESIGN_NAME = fft_state3
export DESIGN_NICKNAME = fft_state3
export VERILOG_FILES = /design/flow/design.v
export SDC_FILE = /design/flow/constraint.sdc
export NUM_CORES = 4
export LEC_CHECK = 1
export CORE_UTILIZATION = 40
==> ./constraint.sdc <==
current_design fft_state3

set clk_period 15.7
set clk_io_pct 0.2

create_clock -name clk0 -period $clk_period [get_ports {clk}]

set non_clock_inputs [all_inputs -no_clocks]
set_input_delay [expr $clk_period * $clk_io_pct] -clock clk0 $non_clock_inputs
set_output_delay [expr $clk_period * $clk_io_pct] -clock clk0 [all_outputs]
==> results.txt <==
run results: max frequency 0.06552 GHz, CTS sink cnt 144, Commonest flop dfrtp_1, iteration tally of the first detailed-router pass 4, Cell variety after synth between 60 and 70, Lkg Pwr 8.790 nW, Clock Power Share 10.4%, share of layout cells above drive strength 1 6.813%, initial antenna violation count 1, Sw Pwr 1.775 mW, CP Max Fanout 10, Total Wirelength 30.59 mm, CTS buffer count 17, CTS tree done, Placer Congestion just over 0.9, Critical path buffers and inverters 8, Post-CTS Setup Bufs 0, relative slew slack 44.76%, Max Slew Vio Count 0, Worst IR Drop VDD 0.3970 mV, Worst R2R Setup Slack approximately 15 ns, Die W approximately 200 um, number of max-cap violations 0, Via Count about 9800, Post-synth seq share 24.04%, async set or reset register ratio after synthesis around 100%, synthesized area per cell 10.06 um2, minimum clock period 15.26 ns, largest net degree at the start of global routing 55, cycle use final 97.21%, Layout area overhead 15.04%, Critical Path End Type primary output, dpl cell area 0.01651 mm2, Startpoint Class primary input, Flops after synth 144, vias in the first global route 10380, final setup vio count 0, R2R cell count 4, FP Core Util 40.76%, EDFF count, synth 0, Hold Path Depth 0, yosys cell count approximately 1500, final instance area roughly 0.017 mm2, Chip Area, Yosys around 0.015 mm2, DP HPWL 25.58 mm, Finished Layout Cells a little over 2000, Top cells excl fill/tap inv_1, ha_1, fa_1, largest buffer count on any clock path 2, hold path start state3_shift_2.buf_im[1][3]$_DFF_PN0_, sw frac between 40% and 50%, critical path type in -> out, DR vias/cell 4.759, Setup Skew around 0.0035 ns, Total Neg Setup Slack 0 ns, PortBufs 81, CP required 12.56 ns, run status finished clean, Mapped Area approximately 0.015 mm2, Hold WS 0.3425 ns, Synthesis Warnings 6, row cnt 70, Starting DRT DRC Count around 380, CTS Hold Bufs 0, RSZ-0062 raised after global routing yes, Placed Cells approximately 2000, Top delay family on crit path adder cells, OpenROAD warning count 60, Worst R2R Start state3_shift_1.buf_re[3][5]$_DFF_PN0_, global-route wire length before repair ~52 mm, Worst-path clk slew 0.06 ns, clk latency late pin slightly above 0.4 ns, Antenna Violating Nets Remaining 0, die extent in y 195.6 um, Flop pwr share under 10%, I/O Pins around 90, dominant logic cell type in the layout inv_1, Core ar. ~0.037 mm2, R2R Path End state3_shift_2.buf_re[0][5]$_DFF_PN0_, Worst Hold End state3_shift_2.buf_im[2][3]$_DFF_PN0_, die area 0.03826 mm2, critical path's slowest cell fa_1, Hold Crit Class reg -> reg, residual DRC count 0, H-tree lvl count 4, detailed-route wire length per cell 14.78 um, pwr/cell area between 200 and 300 mW/mm2, Fin. Hold Viols 0, All-Layer GR Usage a little under a fifth, Int Pwr approximately 2.6 mW, crit path DAT 12.12 ns, CP peak stage delay 0.56 ns, Worst Tran Pin Value 0.8285 ns, root buf cell clkbuf_16, total grt overflow 0, Comb pwr share 80.5%, Mapped Cells approximately 1500
## logic make-up (layout without fill, tap and decap cells)
logic type	after synthesis	count (layout)	share of synthesized area, %
fa+ha+maj	405	405	43.05
buf+inv	343	453	8.847
simple gates	304	304	9.506
compound gates	203	203	8.947
flops	144	144	24.04
xor+xnor	79	79	4.757
mux	12	12	0.8597
other cells	0	1	0
## how the worst max path moves through the flow
stage	start	to	slack (ns)	cells after the start
6_report	state_code[4]	state3_outL_re[8]	0.44	35
5_1_grt	state_code[4]	state3_outL_re[8]	-0.08	33
4_1_cts	state_code[5]	state3_outL_re[8]	0.03	36
## cell usage after synthesis, types with 2 or more instances
cell type	n	area (um2)
a211oi_1	5	37.54
a211oi_2	3	37.54
a21boi_0	5	37.54
a21o_1	21	157.7
a21oi_1	53	265.3
a22oi_1	20	150.1
a31o_2	2	17.52
a31oi_1	7	43.79
a32oi_1	2	17.52
and2_1	35	219.0
and3_1	3	18.77
buf_1	4	15.01
buf_2	7	35.03
buf_4	2	15.01
buf_6	3	33.78
clkbuf_1	30	112.6
dfrtp_1	144	3603
fa_1	185	3704
ha_1	219	2740
inv_1	297	1115
mux2_2	7	78.83
mux2i_1	5	50.05
nand2_1	74	277.8
nand2b_1	25	156.4
nand3b_1	2	15.01
nand4_1	2	12.51
nor2_1	115	431.7
nor2b_1	23	143.9
nor3_1	11	55.05
nor3b_1	3	22.52
o21a_1	7	52.55
o21ai_0	42	210.2
o21ai_1	2	10.01
o21bai_1	14	105.1
o31a_1	5	43.79
or2_2	5	31.28
xnor2_1	61	534.3
xor2_1	16	140.1
## cell type report
cell class                 instances  area, um2
fill                            3380      19540
multi-input combinational       1003      10110
sequential                       144       3603
timing repair buffer             124       1149
inverter                         297       1115
tap                              468      585.6
clock buffer                      19      442.9
clock inverter                    13      234.0
antenna                            1      2.502
## layer usage
metal,GRT usage (%),part of all wire [%],vias to the layer above
met5,0,0,-
met4,1.721,1.1,0
met3,4.336,5.6,17
met2,29.27,47,188
met1,26.86,46,4764
li1,-,-,4877
## worst reg2reg max path, delay by kind of cell (launching register included)
| family | cells | cell delay [ns] |
|---|---|---|
| flip-flops | 1 | 0.37 |
| AND/OR/NAND/NOR | 3 | 0.15 |
| AND-OR/OR-AND | 1 | 0.12 |
## registers in the layout, indices dropped and copies added, names as in the netlist
signal	count
state3_shift_2.buf_re	36
state3_shift_1.buf_re	36
state3_shift_1.buf_im	36
state3_shift_2.buf_im	36
## per-stage QoR
step	util (%)	worst slack (ns)	total power, mW
finish	46.88	0.4386	4.329
global route	46.88	-0.08392	4.940
CTS	46.72	0.02667	4.395
detailed placement	44.88	0.08392	3.890
global placement	44.88	0.1106	3.906
floorplan	-	1.554	2.850
## power groups by stage
| stage | combinational (mW) | sequential, mW | clock [mW] |
|---|---|---|---|
| CTS | 3.54 | 0.397 | 0.460 |
| finish | 3.48 | 0.397 | 0.449 |
| global route | 4.07 | 0.399 | 0.474 |
## what timing repair did
item                                    in CTS  in global routing
endpoints found under the hold margin        0                  0
gates resized                                0                 13
endpoints found under the setup margin       0                  5
No activity file was given, so power comes from the tool's default toggle rates.
